File: design/flow/config.mk
export PLATFORM = sky130hd
export DESIGN_NAME = branch_hardware
export DESIGN_NICKNAME = branch_hardware
export VERILOG_FILES = /design/flow/design.v
export SDC_FILE = /design/flow/constraint.sdc
export NUM_CORES = 4
export LEC_CHECK = 1
export CORE_UTILIZATION = 40
export SYNTH_MEMORY_MAX_BITS = 65536
File: design/flow/constraint.sdc
current_design branch_hardware

set clk_period 90.5
set clk_io_pct 0.2

create_clock -name clk0 -period $clk_period [get_ports {clk}]

set non_clock_inputs [all_inputs -no_clocks]
set_input_delay [expr $clk_period * $clk_io_pct] -clock clk0 $non_clock_inputs
set_output_delay [expr $clk_period * $clk_io_pct] -clock clk0 [all_outputs]
File: design/flow/design.v
module branch_hardware #(
  parameter DATA_WIDTH = 32,
  parameter COUNTER_WIDTH = 2,
  parameter NUM_ENTRIES = 256  
) (
  input clk,
  input rstn,
  input [DATA_WIDTH-1:0] instruction,
  input update_predictor,
  input update_btb,
  input actually_taken,
  input [DATA_WIDTH-1:0] resolved_pc,
  input [DATA_WIDTH-1:0] resolved_pc_target,   
  input [DATA_WIDTH-1:0] pc,
  output reg hit,           
  output reg pred,          
  output reg [DATA_WIDTH-1:0] branch_target   
);
wire _pred;
gshare m_gshare(
  .clk(clk),
  .rstn(rstn),
  .update(update_predictor),
  .actually_taken(actually_taken),
  .resolved_pc(resolved_pc),
  .pc(pc),
  .pred(_pred)
);
wire _hit;
wire [DATA_WIDTH-1:0] _branch_target;
branch_target_buffer m_BTB(
  .clk(clk),
  .rstn(rstn),
  .update(update_btb),
  .resolved_pc(resolved_pc),
  .resolved_pc_target(resolved_pc_target),
  .pc(pc),
  .hit(_hit),
  .target_address(_branch_target)
);
always @(*) begin
  if (instruction[6:0] == 7'b1100011) begin
    pred = _pred;
    hit = _hit;
    branch_target = _branch_target;
  end
  else if (instruction[6:0] == 7'b1101111 || instruction[6:0] == 7'b1100111) begin
    pred = 1'b1;
    hit = _hit;
    branch_target = _branch_target;
  end
  else begin
    pred = 1'b0;
    hit = 1'b0;
  end
end
endmodule
module branch_target_buffer #(
  parameter DATA_WIDTH = 32,
  parameter NUM_ENTRIES = 256
) (
  input clk,
  input rstn,
  input update,                               
  input [DATA_WIDTH-1:0] resolved_pc,
  input [DATA_WIDTH-1:0] resolved_pc_target,
  input [DATA_WIDTH-1:0] pc,
  output reg hit,
  output reg [DATA_WIDTH-1:0] target_address
);
reg [54:0] BTB[0:NUM_ENTRIES-1];
wire [7:0] update_idx, access_idx;
wire [21:0] update_tag, access_tag;
assign update_idx = resolved_pc[9:2];
assign access_idx = pc[9:2];
assign update_tag = resolved_pc[31:10];
assign access_tag = pc[31:10];
integer i;
always @(posedge clk) begin 
  if (rstn == 1'b0) begin                          
    for (i=0 ; i<NUM_ENTRIES ; i++) BTB[i][32] <= 1'b0;
  end
  else begin                              
    if (update) begin
      BTB[update_idx][54:33] <= update_tag;
      BTB[update_idx][32] <= 1'b1;
      BTB[update_idx][31:0] <= resolved_pc_target;
    end
  end
end
always @(*) begin
  if ((BTB[access_idx][54:33] == access_tag) && (BTB[access_idx][32] == 1'b1)) begin    
    target_address = BTB[access_idx][31:0];
    hit = 1'b1;
  end
  else begin
    hit = 1'b0;
  end
end
endmodule
module gshare #(
  parameter DATA_WIDTH = 32,
  parameter COUNTER_WIDTH = 2,
  parameter NUM_ENTRIES = 256
) (
  input clk,
  input rstn,
  input update,
  input actually_taken,
  input [DATA_WIDTH-1:0] resolved_pc,
  input [DATA_WIDTH-1:0] pc,
  output reg pred
);
reg [7:0] BHR;
reg [1:0] PHT[0:NUM_ENTRIES-1];
wire [7:0] update_idx;
wire [7:0] access_idx;
assign update_idx = (BHR)^(resolved_pc[9:2]);
assign access_idx = (BHR)^(pc[9:2]);
integer i;
always @(posedge clk) begin
  if (rstn == 1'b0) begin                          
    BHR <= 8'b00000000;
    for (i=0 ; i<NUM_ENTRIES ; i++) PHT[i] <= 2'b01;
  end
  else begin
    if (update) begin
      if (actually_taken) begin
        PHT[update_idx] <= (PHT[update_idx] == 2'b11) ? PHT[update_idx] : (PHT[update_idx] + 1);
        BHR <= (BHR << 1) + 1;
      end
      else begin
        PHT[update_idx] <= (PHT[update_idx] == 2'b00) ? PHT[update_idx] : (PHT[update_idx] - 1);
        BHR <= BHR << 1;
      end
    end
  end
end
always @(*) begin
  if( PHT[access_idx][1] == 1'b1 ) begin
      pred = 1'b1;      
    end
    else begin
      pred = 1'b0;       
    end
end
endmodule
File: design/flow/run.sh
#!/bin/bash
# OpenROAD 26Q1-2900-gdf79404cd8, Yosys 0.63+post, stock flow scripts
make -C /OpenROAD-flow-scripts/flow DESIGN_CONFIG=/design/flow/config.mk WORK_HOME=/design/flow/orfs finish
==> qor.rpt <==
FLOORPLAN
----------------------------------------------------------------------------------------------------
Total Die Area ........................................................................  1410000 µm²
Number of ports placed on the die boundary ............................................          167
Die Height ............................................................................      1.19 mm
Die extent in x .......................................................................      1.19 mm
Floorplan-stage core utilization ......................................................        0.402
FP Rows ...............................................................................          435
Placeable core region .................................................................  1400000 µm²

WORST SETUP PATH
----------------------------------------------------------------------------------------------------
Kind of end point of the critical path ................................................ primary output
Worst setup path class ................................................................    in -> out
CP Launch Type ........................................................................   input port
Worst-path maximum fanout .............................................................           47
Data arrival time at the worst-slack endpoint .........................................     27.34 ns
Required time of the critical path ....................................................     72.40 ns

STATUS
----------------------------------------------------------------------------------------------------
Violations in the final reports ....................................................... antenna rules
Run status ............................................................................ finished with violations

POWER AND IR DROP
----------------------------------------------------------------------------------------------------
Leakage power .........................................................................       202 nW
Total power ...........................................................................      14.3 mW
Sequential Power Share ................................................................        0.519
Power share of the combinational group ................................................        0.057
Pwr dens ..............................................................................  22.2 nW/µm²
Internal power component ..............................................................      11.2 mW
Reported net switching power ..........................................................      3.09 mW
Share of total power in the clock network .............................................        0.424
Maximum resistive drop on vdd .........................................................    0.0174 mV
Proportion of total power due to net switching ........................................        0.216

CLOCKING
----------------------------------------------------------------------------------------------------
CTS Buf Count .........................................................................         1550
CTS H-tree depth ......................................................................            7
# resized after CTS ...................................................................            0
Latency at later pin ..................................................................      1.31 ns
Max Buffers Root-to-Sink ..............................................................            6
Clock-pin slew reported for the worst setup and hold paths after clock tree synthesis .      0.06 ns
Clock tree from TritonCTS .............................................................         done
Hold_buf cts ..........................................................................            0
Root Driver ........................................................................... sky130_fd_sc_hd__clkbuf_16
Post-CTS Repair Setup Buffers .........................................................            0

PLACED DESIGN
----------------------------------------------------------------------------------------------------
Dpl hpwl ..............................................................................      1050 mm
Placer Congestion .....................................................................        0.967
Post-detailed-placement cell area .....................................................   596000 µm²
Count of input and output buffers .....................................................          137

JOB
----------------------------------------------------------------------------------------------------
Tool warnings .........................................................................          113
Max_cap viols .........................................................................            0

ROUTING
----------------------------------------------------------------------------------------------------
Detailed-routing iteration count for the pre-antenna-repair pass ......................            8
Wirelength per Cell ...................................................................      37.1 µm
Number of remaining DRC errors ........................................................            0
Post-route ant nets ...................................................................            2
Number of vias in the routed layout ...................................................       272000
Uppermost signal routing layer after detailed routing .................................         met5
Met2 wire length ......................................................................       793 mm
Via-to-Cell Ratio .....................................................................         5.87
Met1 Wirelength .......................................................................       453 mm
Routed WL .............................................................................      1720 mm
Detailed Route Iter0 Violations .......................................................        19700
WL met3 ...............................................................................       368 mm

LOGIC SYNTHESIS
----------------------------------------------------------------------------------------------------
Primary flip-flop cell chosen by synthesis mapping .................................... sky130_fd_sc_hd__edfxtp_1
Distinct lib cells used ...............................................................           81
Synthesized area ......................................................................   564000 µm²
Count of library flops with an enable pin .............................................        14300
FF+latch count, synth .................................................................        14700
FFs w/ async S/R, synth ...............................................................            0
Yosys synthesis warning count .........................................................            3
Synthesized instance count ............................................................        24500
Mean Syn Cell Area ....................................................................     23.1 µm²
Yosys Instances .......................................................................        24500
Chip area estimate from yosys synthesis ...............................................   564000 µm²

TIMING
----------------------------------------------------------------------------------------------------
Hold slack ............................................................................     0.449 ns
Summed negative setup slack over all endpoints ........................................         0 ns
Register pins left without a clock ....................................................           64
Endpoints left unconstrained ..........................................................           96
Max frequency .........................................................................     22.0 MHz
Final worst-path cycle share ..........................................................        0.502
Actual slew at the worst max-slew pin .................................................      1.34 ns
Min cycle time layout .................................................................     45.44 ns
Final tally of max-slew violations ....................................................            0
Clock skew ............................................................................    0.0981 ns
Setup violation total in the final timing report ......................................            0
Endpoints failing hold ................................................................            0
Worst max-slew margin expressed relative to the limit .................................       0.0975
Setup repair after global routing missed its margin ...................................        false

FINISH
----------------------------------------------------------------------------------------------------
Layout cells sized above 1 ............................................................        0.300
Top cell excl fill/tap ................................................................ sky130_fd_sc_hd__edfxtp_1
Final core area utilization ...........................................................        0.460
Relative area change from synthesis to final layout ...................................        14.5%
Top Layout Cells ...................................................................... sky130_fd_sc_hd__edfxtp_1 (14300), sky130_fd_sc_hd__mux4_2 (4128), sky130_fd_sc_hd__clkbuf_16 (1578)
Final std cell area, no fill ..........................................................   646000 µm²

MIN PATH
----------------------------------------------------------------------------------------------------
Class of the worst hold path ..........................................................   reg -> reg

GLOBAL ROUTING
----------------------------------------------------------------------------------------------------
Via count of the first global-routing pass ............................................       300000
Gr usage total ........................................................................        0.270
Wire length of the first global-routing pass ..........................................      2370 mm
Initial antenna violation count .......................................................          150
Pin count of the biggest net entering global routing ..................................          133
Total grt overflow ....................................................................            0

[sequential cells by signal, indices dropped and copies added (netlist names)]
signal / flops
branch_target: 32
m_gshare.BHR: 8
m_BTB.target_address: 32
m_BTB.BTB: 14080
m_gshare.PHT: 512
[cells in the mapped netlist (169+ instances only)]
cell type | number | area, µm²
sky130_fd_sc_hd__clkbuf_1 | 731 | 2740
sky130_fd_sc_hd__dfxtp_1 | 264 | 5290
sky130_fd_sc_hd__mux2i_1 | 815 | 8160
sky130_fd_sc_hd__a21o_1 | 257 | 1930
sky130_fd_sc_hd__edfxtp_1 | 14300 | 430000
sky130_fd_sc_hd__a22oi_1 | 299 | 2240
sky130_fd_sc_hd__buf_1 | 215 | 807
sky130_fd_sc_hd__buf_2 | 407 | 2040
sky130_fd_sc_hd__nor3_1 | 292 | 1460
sky130_fd_sc_hd__nor2_1 | 443 | 1660
sky130_fd_sc_hd__nand3_1 | 376 | 1880
sky130_fd_sc_hd__o22ai_1 | 169 | 1060
sky130_fd_sc_hd__mux4_2 | 4128 | 93000
sky130_fd_sc_hd__o21ai_0 | 266 | 1330
sky130_fd_sc_hd__nand2_1 | 411 | 1540
[routing by layer]
metal | up-vias | global-route usage
met5 | - | 0.0349
met4 | 206 | 0.121
met3 | 3677 | 0.253
met2 | 21700 | 0.380
met1 | 138000 | 0.263
li1 | 109000 | -
[cell families (layout without fill, tap and decap cells)]
kind of cell               after synthesis  after routing  share of synthesized area
DFF                                  14600          14600                      0.773
latches                                 64             64                    0.00170
AOI/OAI and AO/OA                     1457           1457                     0.0175
buffers and inverters                 1518           4398                     0.0123
xor gates and xnor gates                42             42                   0.000679
adders and majority gates                2              2                  0.0000377
other                                    0            510                          0
muxes                                 4994           4994                      0.180
and+or+nand+nor                       1786           1786                     0.0147
[final cells by class]
type,instances,area (µm²)
timing repair buffer,1640,13500
fill,113000,759000
clock buffer,1969,41400
sequential,14700,437000
clock inverter,777,6650
multi-input combinational,8281,123000
tap,18600,23200
inverter,12,82.6
antenna,510,1280
[critical path, cell delays in order]
cell and delay, ns:
sky130_fd_sc_hd__buf_16 0.24, sky130_fd_sc_hd__buf_4 0.59, sky130_fd_sc_hd__buf_4 0.61, sky130_fd_sc_hd__buf_4 0.65
sky130_fd_sc_hd__buf_4 0.63, sky130_fd_sc_hd__buf_4 0.69, sky130_fd_sc_hd__buf_4 0.71, sky130_fd_sc_hd__mux4_2 0.37
sky130_fd_sc_hd__mux4_2 0.25, sky130_fd_sc_hd__nand2_1 0.11, sky130_fd_sc_hd__a21oi_1 0.24, sky130_fd_sc_hd__nor3_1 0.09
sky130_fd_sc_hd__buf_4 0.22, sky130_fd_sc_hd__a31oi_1 0.50, sky130_fd_sc_hd__nand3_1 0.43, sky130_fd_sc_hd__or4_1 0.54
sky130_fd_sc_hd__nor4_1 0.79, sky130_fd_sc_hd__and3_1 0.68, sky130_fd_sc_hd__clkdlybuf4s50_1 0.59
[final timing paths]
kind | startpoint | endpoint | slack [ns] | depth (start not counted)
setup / recovery | pc[3] | hit | 45.06 | 19
hold / removal | m_BTB.BTB[116][32] | m_BTB.BTB[116][32] | 0.45 | 1
setup reg to reg | m_gshare.BHR[0] | m_gshare.PHT[228][0] | 82.67 | 15
hold reg to reg | m_BTB.BTB[116][32] | m_BTB.BTB[116][32] | 0.45 | 1
[stage by stage]
stage	setup WS, ns	cells
6_report	45.06	46400
5_1_grt	44.67	46000
4_1_cts	45.14	45900
3_5_place_dp	45.14	43200
3_3_place_gp	45.01	43200
2_1_floorplan	51.02	24500
[power by group through the flow]
stage / Clock [mW] / Combinational (mW) / Sequential, mW
CTS: 6.16 / 0.810 / 7.44
global route: 6.41 / 0.852 / 7.43
finish: 6.08 / 0.813 / 7.44
Power is estimated from default activity; no workload was simulated.
