## flow/run.sh

```bash
#!/bin/bash
# OpenROAD 26Q1-2900-gdf79404cd8, Yosys 0.63+post, stock flow scripts
make -C /OpenROAD-flow-scripts/flow DESIGN_CONFIG=/design/flow/config.mk WORK_HOME=/design/flow/orfs finish
```

## flow/config.mk

```make
export PLATFORM = sky130hd
export DESIGN_NAME = idex_reg
export DESIGN_NICKNAME = idex_reg
export VERILOG_FILES = /design/flow/design.v
export SDC_FILE = /design/flow/constraint.sdc
export NUM_CORES = 4
export LEC_CHECK = 1
export CORE_UTILIZATION = 30
```

## flow/constraint.sdc

```tcl
current_design idex_reg

set clk_period 1.2
set clk_io_pct 0.2

create_clock -name clk0 -period $clk_period [get_ports {clk}]

set non_clock_inputs [all_inputs -no_clocks]
set_input_delay [expr $clk_period * $clk_io_pct] -clock clk0 $non_clock_inputs
set_output_delay [expr $clk_period * $clk_io_pct] -clock clk0 [all_outputs]
```

## flow/design.v

```verilog
module idex_reg #(
  parameter DATA_WIDTH = 32
)(
  input clk,
  input flush,
  input stall,
  input [DATA_WIDTH-1:0] id_PC,
  input [DATA_WIDTH-1:0] id_pc_plus_4,
  input [1:0] id_jump,
  input id_branch,
  input [1:0] id_aluop,
  input id_alusrc,
  input id_memread,
  input id_memwrite,
  input id_memtoreg,
  input id_regwrite,
  input [DATA_WIDTH-1:0] id_sextimm,
  input [6:0] id_funct7,
  input [2:0] id_funct3,
  input [DATA_WIDTH-1:0] id_readdata1,
  input [DATA_WIDTH-1:0] id_readdata2,
  input [4:0] id_rs1,
  input [4:0] id_rs2,
  input [4:0] id_rd,
  output [DATA_WIDTH-1:0] ex_PC,
  output [DATA_WIDTH-1:0] ex_pc_plus_4,
  output ex_branch,
  output [1:0] ex_aluop,
  output ex_alusrc,
  output [1:0] ex_jump,
  output ex_memread,
  output ex_memwrite,
  output ex_memtoreg,
  output ex_regwrite,
  output [DATA_WIDTH-1:0] ex_sextimm,
  output [6:0] ex_funct7,
  output [2:0] ex_funct3,
  output [DATA_WIDTH-1:0] ex_readdata1,
  output [DATA_WIDTH-1:0] ex_readdata2,
  output [4:0] ex_rs1,
  output [4:0] ex_rs2,
  output [4:0] ex_rd
);
reg [DATA_WIDTH-1:0] PC;
reg [DATA_WIDTH-1:0] pc_plus_4;
reg [1:0] jump;
reg branch;
reg [1:0] aluop;
reg alusrc;
reg memread;
reg memwrite;
reg memtoreg;
reg regwrite;
reg [DATA_WIDTH-1:0] sextimm;
reg [6:0] funct7;
reg [2:0] funct3;
reg [DATA_WIDTH-1:0] readdata1;
reg [DATA_WIDTH-1:0] readdata2;
reg [4:0] rs1;
reg [4:0] rs2;
reg [4:0] rd;
always @(posedge clk) begin
  if (flush) begin
    PC <= 32'h00000000;
    pc_plus_4 <= 32'h0000_0000;
    jump <= 1'b0;
    branch <= 1'b0;
    aluop <= 1'b0;
    alusrc <= 1'b0;
    memread <= 1'b0;
    memwrite <= 1'b0;
    memtoreg <= 1'b0;
    regwrite <= 1'b0;
    sextimm <= 32'h00000000;
    funct7 <= 7'b0000000;
    funct3 <= 3'b000;
    readdata1 <= 32'h00000000;
    readdata2 <= 32'h00000000;
    rs1 <= 5'b00000;
    rs2 <= 5'b00000;
    rd <= 5'b00000;
  end
  else if (stall) begin
    PC <= PC;
    pc_plus_4 <= pc_plus_4;
    jump <= 1'b0;
    branch <= 1'b0;
    aluop <= 1'b0;
    alusrc <= 1'b0;
    memread <= 1'b0;
    memwrite <= 1'b0;
    memtoreg <= 1'b0;
    regwrite <= 1'b0;
    sextimm <= sextimm;
    funct7 <= funct7;
    funct3 <= funct3;
    readdata1 <= readdata1;
    readdata2 <= readdata2;
    rs1 <= rs1;
    rs2 <= rs2;
    rd <= rd;
  end
  else begin
    PC <= id_PC;
    pc_plus_4 <= id_pc_plus_4;
    jump <= id_jump;
    branch <= id_branch;
    aluop <= id_aluop;
    alusrc <= id_alusrc;
    memread <= id_memread;
    memwrite <= id_memwrite;
    memtoreg <= id_memtoreg;
    regwrite <= id_regwrite;
    sextimm <= id_sextimm;
    funct7 <= id_funct7;
    funct3 <= id_funct3;
    readdata1 <= id_readdata1;
    readdata2 <= id_readdata2;
    rs1 <= id_rs1;
    rs2 <= id_rs2;
    rd <= id_rd;
  end
end
assign ex_PC = PC;
assign ex_pc_plus_4 = pc_plus_4;
assign ex_jump = jump;
assign ex_branch = branch;
assign ex_aluop = aluop;
assign ex_alusrc = alusrc;
assign ex_memread = memread;
assign ex_memwrite = memwrite;
assign ex_memtoreg = memtoreg;
assign ex_regwrite = regwrite;
assign ex_sextimm = sextimm;
assign ex_funct7 = funct7;
assign ex_funct3 = funct3;
assign ex_readdata1 = readdata1;
assign ex_readdata2 = readdata2;
assign ex_rs1 = rs1;
assign ex_rs2 = rs2;
assign ex_rd = rd;
endmodule
```

==> run summary <==
run results: yosys cell count=about 600, status=completed, critical path type=reg -> out, # rows=~55, fin crit share=roughly 96%, starting density of the core=a little under a third, initial antenna violation count=0, die y size=about 150 um, minimum clock period=1.15 ns, Layout area overhead=61.5%, Setup violations, final=0, flip-flops with a built-in enable=0, Die ar.=roughly 0.024 mm2, Final Max Tran Viols=0, VDD IR max=between 0.7 and 0.8 mV, CTS tree=built, share of layout cells above drive strength 1=39.9%, grt total ovfl=0, Cell Type Count=11, max cap viols=0, Pre-Repair DR Iteration Count=4, Final Hold Violation Tally=0, total power per unit cell area=around 1300 mW/mm2, Max Buffers Root-to-Sink=2, yosys warning tally=1, Setup Total Neg Slack=0 ns, Clock Skew=0 ns, Vias/cell=roughly 4.3, number of H-tree levels=4, Total Routing Usage GR=17.9%, I/O pins=slightly below 400, register share after synthesis=between 50% and 60%, Max-area cell share=56.8%, Yosys Chip Area=approximately 0.0069 mm2, clk slew on worst S/H paths=0.08 ns, Buf/Inv on CP=1, Lkg Pwr=0.00527 uW, Vias=about 5600, Die Wd=153 um, most frequent cell after synthesis=dfxtp_1, largest net degree at the start of global routing=between 60 and 70, critical path's top delay family=flip-flops, Routed WL per cell=around 16 um, Tool Warnings=25, ys async rst share=0%, Inserted Clock Buffers=17, first-pass GRT wire length=31800 um, vias in the first global route=~5600, crit-path cells=clkdlybuf4s15_1, root buf cell=clkbuf_16, DP HPWL=between 15000 and 20000 um, worst relative slew slack=roughly 80%, Worst path max stage delay=approximately 0.33 ns, Main synth FF type=dfxtp_1, Critical Path End Type=output port, Data required, critical path=about 0.96 ns, Mapped Area=a little under 0.007 mm2, RSZ-0062 raised after global routing=no, Synth Instances=just over 600, Slew @ Worst Pin=0.319 ns, CP startpoint kind=flip-flop, CP arrival=~0.9 ns, CP Max Fanout=2, ranking of synthesized cells by area=dfxtp_1, mux2i_1, nor2_1, Min-Delay Path Class=in -> reg, Routed Antenna Nets=0, RD Place Congestion=between 0.7 and 0.8, Synth top cells by count=dfxtp_1, mux2i_1, nor2_1, DRT Wirelength=between 20000 and 25000 um, Clock Latency Late Sink=0.42 ns, Max Freq=between 800 and 900 MHz, antenna cells=0, Syn Area/Cell=11.1 um2, DRT iter0 DRCs=290, core area=roughly 0.023 mm2, I/O Buffers=slightly below 400, Hold Slack=0.0787 ns, ys flops=between 150 and 200, clk sinks=195, slowest CP cell=dfxtp_2, Yosys top cell by area=dfxtp_1, # DRC=0
-- stage by stage --
step	instance area (um2)	total power [uW]	util [%]	instances	worst slack, ns
6_report	11100	14900	49.2	1305	0.0450
2_1_floorplan	6880	7880	-	618	0.170
3_3_place_gp	11000	9440	48.9	1270	0.102
3_5_place_dp	11000	9440	48.9	1270	0.0935
5_1_grt	11100	15600	49.2	1305	0.0000426
4_1_cts	11600	15200	51.4	1303	0.000130
-- layout by cell type, fill, tap and decap left out --
cell type        synthesis  routed
clkbuf_16                0      17
buf_6                    1       1
bufinv_16                0       1
buf_4                    5      11
clkinv_4                 0       3
buf_8                   15       1
and2_1                  10      10
buf_2                    4      63
nor2_2                   1       1
clkdlybuf4s50_1          0     195
clkbuf_1                10       1
clkbuf_2                 0      99
dfxtp_1                195       4
nor2_1                 185     185
clkinv_8                 0       3
buf_12                   0       9
inv_8                    0       3
clkbuf_8                 0       1
dfxtp_2                  0     191
mux2i_1                185     185
clkdlybuf4s15_1          0      33
inv_6                    0       3
-- registers in the layout, summed over array words and instances, names as in the netlist --
name,count
sextimm,32
memwrite,1
branch,1
funct3,3
rs1,5
funct7,7
alusrc,1
regwrite,1
memread,1
memtoreg,1
readdata2,32
pc_plus_4,32
jump,2
readdata1,32
PC,32
aluop,2
rs2,5
rd,5
-- repair_timing --
item | CTS | global route
resized | 677 | 105
buffers inserted | 1 | 2
gates cloned | 0 | 0
hold buffers | 0 | 0
endpoints found under the setup margin | 195 | 104
-- worst register-to-register path, delay by kind of cell, from the launching register on --
family | cells | cell delay, ns
buf+inv | 1 | 0.12
flops | 1 | 0.32
mux | 1 | 0.12
simple gates | 1 | 0.05
-- metal layers --
layer,vias to the layer above,routed length (um),track usage [%]
li1,2814,-,-
met1,2520,8390,22.2
met2,245,10200,30.5
met3,11,2180,7.37
met4,0,170,1.62
met5,-,0,0
-- worst paths after layout --
check	to	cells past startpoint	slack [ns]	start
worst min register to register	pc_plus_4[15]	2	0.48	pc_plus_4[15]
worst min-delay path	pc_plus_4[28]	2	0.08	flush
worst max register to register	readdata2[4]	3	0.48	readdata2[4]
worst max-delay path	ex_rd[4]	1	0.05	rd[4]
-- power by group --
group	internal [uW]	leakage [uW]	total, uW	switching, uW
sequential	6920	0.00168	7090	176
combinational	1270	0.00330	1940	668
clock	3050	0.000297	5850	2800
-- logic make-up after synthesis --
kind of cell	synth area share (%)
mux	26.9
buf+inv	5.20
flops	56.8
simple gates	11.1
-- layout make-up --
type                    instances  area, um2
flip-flops and latches        195       4140
multi-input cells             381       2620
fillers                      2159      11500
repair buffers                412       3380
clock inverters                13        165
well taps                     285        357
clock buffers                  19        443
Power is estimated from default activity; no workload was simulated.
