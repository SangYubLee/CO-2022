**design/flow/run.sh**
```bash
#!/bin/bash
# OpenROAD 26Q1-2900-gdf79404cd8, Yosys 0.63+post, stock flow scripts
make -C /OpenROAD-flow-scripts/flow DESIGN_CONFIG=/design/flow/config.mk WORK_HOME=/design/flow/orfs finish
```
**design/flow/design.v**
```verilog
module exmem_reg #(
  parameter DATA_WIDTH = 32
)(
  input clk,
  input flush,
  input [DATA_WIDTH-1:0] ex_pc_plus_4,
  input [DATA_WIDTH-1:0] ex_pc_target,
  input ex_taken,
  input ex_memread,
  input ex_memwrite,
  input [1:0] ex_jump,
  input ex_memtoreg,
  input ex_regwrite,
  input [DATA_WIDTH-1:0] ex_alu_result,
  input [DATA_WIDTH-1:0] ex_writedata,
  input [2:0] ex_funct3,
  input [4:0] ex_rd,
  output [DATA_WIDTH-1:0] mem_pc_plus_4,
  output [DATA_WIDTH-1:0] mem_pc_target,
  output mem_taken,
  output mem_memread,
  output mem_memwrite,
  output [1:0] mem_jump,
  output mem_memtoreg,
  output mem_regwrite,
  output [DATA_WIDTH-1:0] mem_alu_result,
  output [DATA_WIDTH-1:0] mem_writedata,
  output [2:0] mem_funct3,
  output [4:0] mem_rd
);
reg [DATA_WIDTH-1:0] pc_plus_4;
reg [DATA_WIDTH-1:0] pc_target;
reg taken;
reg memread;
reg memwrite;
reg [1:0] jump;
reg memtoreg;
reg regwrite;
reg [DATA_WIDTH-1:0] alu_result;
reg [DATA_WIDTH-1:0] writedata;
reg [2:0] funct3;
reg [4:0] rd;
always @(posedge clk) begin
  if (flush) begin
    pc_target <= 32'h00000000;
    taken <= 1'b0;
    memread <= 1'b0;
    memwrite <= 1'b0;
    jump <= 1'b0;
    memtoreg <= 1'b0;
    regwrite <= 1'b0;
    alu_result <= 32'h0000_0000;
    writedata <= 32'h0000_0000;
    funct3 <= 3'b000;
    rd <= 5'b00000;
    pc_plus_4 <= 32'h0000_0000;
  end
  else begin
    pc_target <= ex_pc_target;
    taken <= ex_taken;
    memread <= ex_memread;
    memwrite <= ex_memwrite;
    jump <= ex_jump;
    memtoreg <= ex_memtoreg;
    regwrite <= ex_regwrite;
    alu_result <= ex_alu_result;
    writedata <= ex_writedata;
    funct3 <= ex_funct3;
    rd <= ex_rd;
    pc_plus_4 <= ex_pc_plus_4;
  end
end
assign mem_pc_plus_4 = pc_plus_4;
assign mem_pc_target = pc_target;
assign mem_taken = taken;
assign mem_memread = memread;
assign mem_memwrite = memwrite;
assign mem_jump = jump;
assign mem_memtoreg = memtoreg;
assign mem_regwrite = regwrite;
assign mem_alu_result = alu_result;
assign mem_writedata = writedata;
assign mem_funct3 = funct3;
assign mem_rd = rd;
endmodule
```
**design/flow/constraint.sdc**
```tcl
current_design exmem_reg

set clk_period 1.0
set clk_io_pct 0.2

create_clock -name clk0 -period $clk_period [get_ports {clk}]

set non_clock_inputs [all_inputs -no_clocks]
set_input_delay [expr $clk_period * $clk_io_pct] -clock clk0 $non_clock_inputs
set_output_delay [expr $clk_period * $clk_io_pct] -clock clk0 [all_outputs]
```
**design/flow/config.mk**
```make
export PLATFORM = sky130hd
export DESIGN_NAME = exmem_reg
export DESIGN_NICKNAME = exmem_reg
export VERILOG_FILES = /design/flow/design.v
export SDC_FILE = /design/flow/constraint.sdc
export NUM_CORES = 4
export LEC_CHECK = 1
export CORE_AREA = 10 10 178 178
export DIE_AREA = 0 0 188 188
```
==> run summary <==
The flow completed. The flow ran to the end, but the final reports show violations. The checks that failed: setup timing. Recorded from the global router log, the overflow total was 0.

Post-synth area from yosys stat landed at 0.00385 sq mm. VDD sags by at most 0.861 mV. The share of the core area taken by cells at floorplan is 13.9%.

The timing report gives the biggest stage delay along the critical path as 360 ps. In the layout the commonest cells are 143 x sky130_fd_sc_hd__nor2b_1, 143 x sky130_fd_sc_hd__clkdlybuf4s50_1, 140 x sky130_fd_sc_hd__buf_2. Per the OpenROAD floorplan log, the height of the die is 188 um. The number of global-route vias before repair is 3310. Wire length of the first global-routing pass landed at 20800 um. From the final report, the count of setup violators was given as 128. The cell sitting at the root of the clock tree is a sky130_fd_sc_hd__clkbuf_16. Filler-free cell count of the finished design landed at 993. According to the floorplan report, the die width is 188 um. Register bit count reported by yosys landed at 143.

Worst-case setup slack after placement landed at -220 ps. Area growth from synthesis to layout landed at 88.1%. Per the TritonCTS log, the buffer count is 17. The timing report notes that buffer and inverter cells on the critical path total 1. Average routed wire per standard cell landed at 14.2 um. The H-tree generated during clock tree synthesis spans 4 levels. DRC violation count after routing landed at 0.

The setup path with the least slack is of type reg -> out. The most critical min-delay path falls under in -> reg. The worst setup path is captured at a primary output. In the finished design, the share of the clock period the worst path needs comes to 108%. In the routed layout, each cell is associated on average with a via count of 3.05. Power density over the cells landed at 2000 mW/mm^2. Detailed routing inserted a total of 3024 vias. Final tally of hold violations landed at 0. Max-slew violation count landed at 0. For this run, the number of Yosys warnings is 1.

At the pin with the least slew margin, the transition time is 226 ps. In this run the tools logged warnings totalling 27. 288 I/O pins were placed. Broken down by cell family, the worst path's largest delay share belongs to flip-flops. According to the timing report, the data required time at the worst endpoint equals 800 ps. After synthesis the cells add up to 0.00385 sq mm. Total length of routed wires landed at 14100 um.

Looking at the post-CTS report, the setup buffer insertion count equals 0. The timing report shows that the slowest cell on the worst path is sky130_fd_sc_hd__dfxtp_4. Area of the core landed at 0.0278 sq mm. Per the post-synthesis report, the number of cells in the design is 301.

After layout, the worst setup slack is -81.8 ps. During placement, the flow inserted port buffers numbering 287. Total antenna diodes in the routed design landed at 0. Clock net sink count landed at 143. Chip area landed at 0.0353 sq mm.

Number of antenna violations at the first check in global routing landed at 2. Once detail routing completed, the nets flagged for antenna violations numbered 0. Setup repair after global routing could not meet its margin everywhere. Pin count of the biggest net entering global routing landed at 50.

The violation tally recorded at the end of detailed-routing iteration 0 is 35. TritonCTS built the clock tree. Fraction of final layout cells sized beyond drive strength 1 landed at 34.0%.

Max fanout on the critical path was recorded as 1. After synthesis, the netlist uses 4 different library cells. Number of placed cells counting well taps landed at 961. RePlAce ended its routability-driven mode at a weighted congestion of 0.775. In this run the static leakage power is 3.16 nW. Listed in order, past its start point the critical path passes buf_6. Yosys stat cell total landed at 301. After synthesis, flip-flops and latches occupy 74.4% of the total area. In the placement report, post-DP HPWL is listed as 11200 um. The pre-antenna-repair detailed-routing pass consisted of 3 iterations.

The final report gives the standard cell area, fillers excluded, as 0.00724 sq mm. On the reported timing paths, the clock transition at the registers reads 60 ps. Measured on the finished design, the core utilization comes to 26.1%. STA classifies the critical path startpoint as a flop.

Final total power landed at 14.5 mW. Mean area per synthesized cell landed at 12.8 sq um. Placed standard-cell area landed at 0.00724 sq mm.

Minimum clock period landed at 1080 ps. The clock passes through at most 2 buffers. The number of maximum-capacitance violations recorded for the run is 0. In this run the core area contains 61 standard-cell rows.

Headroom to the max-slew limit came out at 84.9%. Overall routing resource usage recorded by global route was 7.69%. For the worst setup path, the data arrival time is 880 ps. Fmax landed at 924 MHz.
-- metal layers --
layer,part of all wire [%],vias up,GRT usage (%)
li1,-,1509,-
met1,41,1293,9.00
met2,42,204,11.4
met3,16,14,5.62
met4,1.3,4,1.05
met5,0.17,-,0
-- sequential cells by signal, summed over array words and instances (netlist names), 2 cells and up --
signal,flops
alu_result,32
pc_plus_4,32
pc_target,32
writedata,32
rd,5
funct3,3
jump,2
-- timing repair --
item                                   4_1_cts  5_1_grt
hold buffers                                 0        0
setup endpoints to repair                  143      143
pin swaps                                    0        0
endpoints found under the hold margin        0        0
resized                                    474       14
-- where the power goes --
group / internal [mW] / total, mW / switching, mW
clock: 4.72 / 7.25 / 2.53
combinational: 0.870 / 1.18 / 0.306
sequential: 6.01 / 6.08 / 0.0695
total: 11.6 / 14.5 / 2.91
-- logic make-up (layout without fill, tap and decap cells) --
family	Yosys count	count (layout)	synth area share, %
buffers and inverters	15	329	2.40
DFF	143	143	74.4
and+or+nand+nor	143	143	23.2
-- cell usage after synthesis --
master / number / share of area (%)
sky130_fd_sc_hd__buf_4: 7 / 1.4
sky130_fd_sc_hd__dfxtp_1: 143 / 74
sky130_fd_sc_hd__nor2b_1: 143 / 23
sky130_fd_sc_hd__buf_2: 8 / 1.0
-- path summary, 6_finish.rpt --
| path | endpoint | cells after the start | startpoint | slack, ps |
|---|---|---|---|---|
| max | mem_pc_target[9] | 1 | pc_target[9]$_SDFF_PP0_ | -80 |
| min | pc_target[0]$_SDFF_PP0_ | 3 | flush | 200 |
-- final cells by class --
cell class,count,area [sq um]
Fill cell,2973,20500
Clock buffer,20,437
Tap cell,378,473
Sequential cell,143,2900
Clock inverter,12,229
Multi-Input combinational cell,143,895
Timing Repair Buffer,297,2310
-- per-stage QoR --
stage          setup TNS [ps]  hold WS, ps
6_report                -1760          197
5_1_grt                 -8890          182
4_1_cts                 -6540          178
3_5_place_dp             -385          636
3_3_place_gp             -419          632
2_1_floorplan               0          328
Power is estimated from default activity; no workload was simulated.
